File: design/flow/constraint.sdc
current_design Rom_for_ledPerpheral

set clk_period 7.1
set clk_io_pct 0.2

create_clock -name clk0 -period $clk_period [get_ports {clk}]

set non_clock_inputs [all_inputs -no_clocks]
set_input_delay [expr $clk_period * $clk_io_pct] -clock clk0 $non_clock_inputs
set_output_delay [expr $clk_period * $clk_io_pct] -clock clk0 [all_outputs]
File: design/flow/design.v
module Led_Peripheral(
    output reg[15:0]led,
    input [7:0]data_address,
    input [7:0]write_data,
    input wr_en,
    input clk,rst    
);
reg[7:0]data_reg1;
reg[7:0]data_reg2;
reg[7:0]data_add;  
reg[7:0]write_data_reg;
parameter led_control=8'b00000001;
parameter led_data_01=8'b00000010;
parameter led_data_02=8'b00000011;
always@(posedge clk or posedge rst)begin
  if(rst)begin
    led<=16'h0;
    data_reg1<=0;
    data_reg2<=0;
  end else begin
    data_add<=data_address;
    write_data_reg<=write_data;
    if(data_add == led_control) begin
        if(write_data_reg[0]==0)begin
            led<=16'h0;
        end else begin
        led<={data_reg1,data_reg2};
        end
    end 
    else if(data_add == led_data_01)begin
        if(wr_en)begin
            data_reg1<=write_data_reg;
        end
    end
    else if(data_add == led_data_02)begin
        if(wr_en)begin
            data_reg2<=write_data_reg;
        end 
    end else begin
        led<=16'h0;
    end
  end
end
endmodule
module  Rom_for_ledPerpheral(
    output reg wr_en,
    output reg[7:0]data_address,
    output reg[7:0]write_data,
    output reg[31:0]counter,
    input clk,rst
);
reg [7:0]rom[0:30];
reg [7:0]wr_ptr;
reg [7:0]pc;  
wire [15:0]led;
Led_Peripheral l1(led,data_address,write_data,wr_en,clk,rst);
initial begin
rom[0]=8'h11;      
rom[1]=8'h12;      
rom[2]=8'h5;       
rom[3]=8'h13;      
rom[4]=8'h5;       
rom[5]=8'h14;      
rom[6]=8'h3;       
rom[7]=8'h11;      
rom[8]=8'h12;      
rom[9]=8'h15;      
rom[10]=8'h50;
rom[11]=8'h60;
rom[12]=8'h70;
rom[13]=8'h80;
rom[14]=8'h30;
rom[15]=8'h15;      
rom[16]=8'h20;
rom[17]=8'h30;
rom[18]=8'h40;
rom[19]=8'h50;
rom[20]=8'h60;
end
reg [2:0]state;
reg [7:0]reg1;
reg [7:0]reg2;
reg [7:0]reg3;
reg [7:0]reg4;
reg [2:0]counter_reg;  
always@(posedge clk or posedge rst)begin 
    if(rst)begin
        state<=0;
        wr_ptr<=0;
        data_address<=0;
        write_data<=0;
        wr_en<=0;
        counter<=0;
        reg1<=0;
        reg2<=0;
        reg3<=0;
        reg4<=0;
        counter_reg<=0;
    end else begin
        case(state)
            3'b000:  
            begin
                pc<=rom[wr_ptr];    
                state<=3'b001;
            end
            3'b001:  
            begin
                case(pc)
                    8'h11: begin state<=3'b010; wr_ptr<=wr_ptr+1; end
                    8'h12: begin state<=3'b010; wr_ptr<=wr_ptr+1; end
                    8'h13: begin state<=3'b010; wr_ptr<=wr_ptr+1; end
                    8'h14: begin state<=3'b010; wr_ptr<=wr_ptr+1; end
                    8'h15: begin state<=3'b010;  end
                    default: begin state<=0; wr_ptr<=wr_ptr+1; end
                endcase
            end 
            3'b010:  
            begin
                case(pc)
                    8'h11:
                    begin
                        state<=0;  
                    end
                    8'h12:
                    begin
                        data_address<=8'h1;
                        pc<=rom[wr_ptr];   
                        state<=3'b011;
                    end
                    8'h13:
                    begin
                        data_address<=8'h2;
                        pc<=rom[wr_ptr];    
                        state<=3'b011;
                    end
                    8'h14:
                    begin
                        data_address<=8'h3;
                        pc<=rom[wr_ptr];    
                        state<=3'b011;
                    end
                    8'h15:
                    begin
                        case(counter_reg)
                        3'b000:begin reg1<=rom[wr_ptr+1];counter_reg<=3'b001; end
                        3'b001:begin reg2<=rom[wr_ptr+2];counter_reg<=3'b010; end
                        3'b010:begin reg3<=rom[wr_ptr+3];counter_reg<=3'b011; end
                        3'b011:begin reg4<=rom[wr_ptr+4];counter_reg<=3'b100; end
                        3'b100:begin counter<={reg1,reg2,reg3,reg4};wr_ptr<=wr_ptr+4;state<=3'b000;counter_reg<=0;end
                        endcase
                    end
                endcase
            end  
                3'b011: 
                begin
                    wr_en<=1;
                    write_data<=pc;  
                    state<=0;
                end
        endcase
    end
end
endmodule
File: design/flow/config.mk
export PLATFORM = sky130hd
export DESIGN_NAME = Rom_for_ledPerpheral
export DESIGN_NICKNAME = Rom_for_ledPerpheral
export VERILOG_FILES = /design/flow/design.v
export SDC_FILE = /design/flow/constraint.sdc
export NUM_CORES = 4
export LEC_CHECK = 1
export CORE_UTILIZATION = 30
File: design/flow/run.sh
#!/bin/bash
# OpenROAD 26Q1-2900-gdf79404cd8, Yosys 0.63+post, stock flow scripts
make -C /OpenROAD-flow-scripts/flow DESIGN_CONFIG=/design/flow/config.mk WORK_HOME=/design/flow/orfs finish
==> flow_summary.json <==
{
  "nFillCells": 1515,
  "cpLargestDelayFamily": "buffers and inverters",
  "timing.critical_path.arrival_ns": 1.17,
  "grt_pass1_wl_um": 16700,
  "worst_setup_path_startpoint": "counter[0]$_DFFE_PP0P_",
  "pwr_density_cell_nw_per_um2": 173,
  "enable_flop_cells": 7,
  "cts_made_buffers": 9,
  "chipArea_um2": 16000,
  "post-synth-top-area-fraction_pct": 41.9,
  "critPathRequiredTime_ns": 5.68,
  "r2r-end": "reg1[1]$_DFFE_PP0P_",
  "worst_r2r_path_depth": 5,
  "yosys_stat_cell_total": 435,
  "synth.cellmix.compoundShare_pct": 12.8,
  "synth-seq-cells": 87,
  "timing.final.crit_period_ns": 2.59,
  "cts_hold_buffers": 0,
  "die.size.x_um": 127,
  "number_of_flip_flops_under_the_largest_register_name": 33,
  "reg2reg_setup_slack_ns": 4.53,
  "synth.mux.area_fraction_pct": 14.6,
  "r2r_start": "wr_ptr[1]$_DFFE_PP0P_",
  "global_routing_met1_resource_utilization_pct": 21.1,
  "flow.area_growth_from_synthesis_pct": 16.0,
  "ys_seq_share_pct": 47.6,
  "global_router_s_overall_resource_usage_pct": 13.2,
  "synthAdderAreaFrac_pct": 4.30,
  "cts.clk_slew.worst_paths_ns": 0.06,
  "ys_top_cells_by_area": "dfrtp_1, mux2_2, edfxtp_1",
  "grt_antenna_before_repair": 0,
  "ctsHtreeMaxLevel": 3,
  "post-route-period-util_pct": 36.5,
  "ys_async_sr_fraction_pct": 92.0,
  "global_route.peak_usage_layer": "met1",
  "power_uw": 937,
  "synth.cell_area_um2": 4660,
  "cts_tree": "built",
  "common_cells": "dfrtp_1, nand2_1, mux2_2",
  "diodes": 0,
  "dr.pass1.iters": 4,
  "worst_slew_pin_slew_ns": 0.826,
  "outcome": "finished, final reports clean",
  "clockRootBuffer": "clkbuf_16",
  "post_route_non_filler_standard_cell_count": 652,
  "timing_max_transition_violations_final": 0,
  "hold_viol": 0,
  "max_slew_margin_pct": 44.6,
  "worstSetupStartpointType": "flop",
  "routedWlPerCell_um": 14.9,
  "rsz0062_at_grt": "false",
  "floorplan.die.height_um": 127,
  "final_gp_congestion": 0.838,
  "drive_above_1_share_pct": 15.3,
  "vdd_ir_drop_max_v": 0.000109,
  "cts_buffer_depth": 2,
  "main_logic_family_after_synthesis": "multiplexers",
  "yosys.cell_count.top_type": "dfrtp_1",
  "initCoreUtil_pct": 30.6,
  "place.detailed.instances": 636,
  "ctsResizeCount": 0,
  "final_antenna_net_count": 0,
  "clock-skew-final_ns": 0.00910,
  "cts_setup_buffers": 0,
  "timing.critical_path.depth": 1,
  "maximum_number_of_pins_on_one_net_before_global_route_repair": 42,
  "critPathKind": "flop to output port",
  "io-pin-count": 51,
  "grt.overflow.total": 0,
  "ys_chip_area_um2": 4660,
  "cp_num_buf_inv": 1,
  "grt_util_met2_pct": 19.8,
  "simple_gate_share_pct": 13.0,
  "cpPeakStageDelay_ns": 0.48,
  "avgSynthCellArea_um2": 10.7,
  "fmax_ghz": 0.386,
  "route.detailed.vias_per_inst": 4.93,
  "top_area_cell": "dfrtp_1",
  "cp_max_fo": 2,
  "synth_top_flop_cell": "dfrtp_1",
  "synth.distinct_cells": 61,
  "timing.setup.tns_ns": 0,
  "number_of_global_route_vias_before_repair": 3191,
  "worstSkewPairLatency_ns": 0.34,
  "number_of_placement_rows": 45,
  "stage_log_warnings": 36,
  "cpMaxStageDelayCell": "clkdlybuf4s50_1",
  "num_vias": 3217,
  "core_area_um2": 15200,
  "worstSetupEndpoint": "counter[0]",
  "clock-sinks": 87,
  "finalSetupViolations": 0,
  "route.detailed.drc": 0,
  "drt_iter0_markers": 223,
  "globalRouteMet3Util_pct": 2.19,
  "flop_area_um2": 2210,
  "total_leakage_power_nw": 2.39,
  "ys_warnings": 2,
  "route.final.wire_length_um": 9730,
  "multi_input_gate_area_um2": 2220,
  "timing.critical_path.to_type": "output port",
  "dp.final_hpwl_um": 6720,
  "netlist_instances": 435,
  "post_synth_xor_area_fraction_pct": 2.23,
  "hp-class": "flop to flop",
  "cp_cell_sequence": "clkdlybuf4s50_1",
  "place.port_buffers": 39,
  "cap_viol_max_count": 0
}
-- cell families (layout without fill, tap and decap cells) --
logic type,after synthesis,in the layout
flops,87,87
buf+inv,51,70
fa+ha+maj,16,16
mux,58,58
compound gates,92,92
simple gates,119,119
other cells,1,11
xor+xnor,11,11
-- cell usage in the layout (no fill, tap or decap), types with 6 or more instances in the layout --
master,instances
dfrtp_1,78
nand2_1,52
clkdlybuf4s50_1,39
mux2_2,32
o21ai_0,25
a21oi_1,21
mux2i_1,16
ha_1,16
nor2_1,13
conb_1,11
nand3_1,10
xnor2_1,9
nand2b_1,9
inv_1,9
mux2_4,9
clkbuf_16,9
nor2b_1,7
edfxtp_1,7
a22o_1,6
-- metal layers --
| layer | part of all wire (%) | wire length (um) |
|---|---|---|
| met5 | 0 | 0 |
| met4 | 1.6 | 153 |
| met1 | 49 | 4800 |
| met2 | 45 | 4390 |
| met3 | 3.9 | 379 |
-- stage by stage --
step	hold slack (ns)	utilization [%]	area [um2]	setup slack [ns]
finish	0.403	35.5	5400	4.51
floorplan	0.389	-	4690	3.63
detailed placement	0.396	33.8	5140	4.15
global route	0.415	35.5	5400	4.23
global placement	0.392	33.8	5140	4.19
CTS	0.404	35.5	5400	4.49
-- layout make-up --
cell class / count / area share (%)
Clock buffer: 11 / 4.31
Clock inverter: 5 / 0.625
Inverter: 11 / 0.787
Multi-Input combinational cell: 307 / 41.2
Sequential cell: 87 / 41.0
Tap cell: 188 / 4.35
Timing Repair Buffer: 43 / 7.78
-- report_power, final --
group | switching (mW) | total [mW] | internal, mW
clock network | 0.190 | 0.427 | 0.237
logic | 0.00904 | 0.00995 | 0.000910
registers | 0 | 0.501 | 0.501
-- worst min path at each step --
stage | end | cells past startpoint | slack, ns | from
CTS | state[2]$_DFF_PP0_ | 0 | 0.40 | state[0]$_DFF_PP1_
global route | state[2]$_DFF_PP0_ | 0 | 0.41 | state[0]$_DFF_PP1_
finish | state[2]$_DFF_PP0_ | 0 | 0.40 | state[0]$_DFF_PP1_
